==> design.v <==
`timescale 1ns / 1ps
module async_fifo #(
    parameter DSIZE = 8,
    parameter ASIZE = 5,
    parameter ALMOST_FULL_THRESHOLD = 4,
    parameter ALMOST_EMPTY_THRESHOLD = 2
)(
    input wclk,
    input wrst_n,
    input winc,
    input [DSIZE-1:0] wdata,
    output wfull,
    output walmostfull,
    input rclk,
    input rrst_n,
    input rinc,
    output [DSIZE-1:0] rdata,
    output rempty,
    output ralmostempty
);
    wire [ASIZE-1:0] waddr, raddr;
    wire [ASIZE:0] wptr, rptr;
    wire [ASIZE:0] wq2_rptr, rq2_wptr;
    wptr_full #(
        .ASIZE(ASIZE),
        .ALMOST_FULL_THRESHOLD(ALMOST_FULL_THRESHOLD)
    ) wptr_full_inst (
        .wclk(wclk),
        .wrst_n(wrst_n),
        .winc(winc),
        .wq2_rptr(wq2_rptr),
        .waddr(waddr),
        .wptr(wptr),
        .wfull(wfull),
        .walmostfull(walmostfull)
    );
    rptr_empty #(
        .ASIZE(ASIZE),
        .ALMOST_EMPTY_THRESHOLD(ALMOST_EMPTY_THRESHOLD)
    ) rptr_empty_inst (
        .rclk(rclk),
        .rrst_n(rrst_n),
        .rinc(rinc),
        .rq2_wptr(rq2_wptr),
        .raddr(raddr),
        .rptr(rptr),
        .rempty(rempty),
        .ralmostempty(ralmostempty)
    );
    fifomem #(
        .ASIZE(ASIZE),
        .DSIZE(DSIZE)
    ) fifomem_inst (
        .wclk(wclk),
        .wclken(winc & !wfull),
        .wdata(wdata),
        .waddr(waddr),
        .raddr(raddr),
        .rdata(rdata)
    );
    sync_r2w #(
        .ASIZE(ASIZE)
    ) sync_r2w_inst (
        .wclk(wclk),
        .wrst_n(wrst_n),
        .rptr(rptr),
        .wq2_rptr(wq2_rptr)
    );
    sync_w2r #(
        .ASIZE(ASIZE)
    ) sync_w2r_inst (
        .rclk(rclk),
        .rrst_n(rrst_n),
        .wptr(wptr),
        .rq2_wptr(rq2_wptr)
    );
endmodule
`timescale 1ns / 1ps
module fifomem #(
    parameter ASIZE = 5,
    parameter DSIZE = 8
)(
    input wclk,
    input wclken,
    input [DSIZE-1:0] wdata,
    input [ASIZE-1:0] waddr,
    input [ASIZE-1:0] raddr,
    output [DSIZE-1:0] rdata
);
    localparam DEPTH = 1 << ASIZE;
    reg [DSIZE-1:0] mem[0:DEPTH-1];
    assign rdata = mem[raddr];
    always @(posedge wclk) begin
        if (wclken)
            mem[waddr] <= wdata;
    end
endmodule
`timescale 1ns / 1ps
module rptr_empty #(
    parameter ASIZE = 5,
    parameter ALMOST_EMPTY_THRESHOLD = 2
)(
    input rclk,
    input rrst_n,
    input rinc,
    input [ASIZE:0] rq2_wptr,
    output wire [ASIZE-1:0] raddr,
    output reg [ASIZE:0] rptr,
    output reg rempty,
    output reg ralmostempty
);
    reg [ASIZE:0] rbin;
    wire [ASIZE:0] rbinnext, rgraynext;
    wire rempty_val;
    wire ralmostempty_val;
    wire [ASIZE:0] rq2_wbin, rbin_wbin_diff;
    assign rbinnext = (rinc & (!rempty)) ? rbin + 1'b1 : rbin;
    assign rgraynext = (rbinnext >> 1) ^ rbinnext;
    always @(posedge rclk) begin
        if (!rrst_n)
            {rbin, rptr} <= 0;
        else
            {rbin, rptr} <= {rbinnext, rgraynext};
    end
    assign raddr = rbin[ASIZE-1:0];
    assign rempty_val = (rgraynext == rq2_wptr);
    always @(posedge rclk) begin
        if (!rrst_n)
            rempty <= 1'b1;
        else
            rempty <= rempty_val;
    end
    assign rq2_wbin[ASIZE] = rq2_wptr[ASIZE];
    generate
        genvar k;
        for (k = ASIZE-1; k >= 0; k = k - 1) begin : gray2bin
            assign rq2_wbin[k] = rq2_wbin[k+1] ^ rq2_wptr[k];
        end
    endgenerate
    assign rbin_wbin_diff = (rbinnext > rq2_wbin) ? 
                            (rq2_wbin + (1 << ASIZE) - rbinnext) : 
                            (rq2_wbin - rbinnext);
    assign ralmostempty_val = (rbin_wbin_diff <= ALMOST_EMPTY_THRESHOLD);
    always @(posedge rclk) begin
        if (!rrst_n)
            ralmostempty <= 1'b1;
        else
            ralmostempty <= ralmostempty_val;
    end
endmodule
`timescale 1ns / 1ps
module sync_r2w #(
    parameter ASIZE = 5
)(
    input wclk,
    input wrst_n,
    input [ASIZE:0] rptr,
    output reg [ASIZE:0] wq2_rptr 
);
    reg [ASIZE:0] wq1_rptr;
    always @(posedge wclk) begin
        if (!wrst_n)
            {wq2_rptr, wq1_rptr} <= 0;
        else
            {wq2_rptr, wq1_rptr} <= {wq1_rptr, rptr};
    end
endmodule
`timescale 1ns / 1ps
module sync_w2r #(
    parameter ASIZE = 5
)(
    input rclk,
    input rrst_n,
    input [ASIZE:0] wptr,
    output reg [ASIZE:0] rq2_wptr 
);
    reg [ASIZE:0] rq1_wptr;
    always @(posedge rclk) begin
        if (!rrst_n)
            {rq2_wptr, rq1_wptr} <= 0;
        else
            {rq2_wptr, rq1_wptr} <= {rq1_wptr, wptr};
    end
endmodule
`timescale 1ns / 1ps
module wptr_full #(
    parameter ASIZE = 5,
    parameter ALMOST_FULL_THRESHOLD = 4
)(
    input wclk,
    input wrst_n,
    input winc,
    input [ASIZE:0] wq2_rptr,
    output wire [ASIZE-1:0] waddr,
    output reg [ASIZE:0] wptr,
    output reg wfull,
    output reg walmostfull
);
    reg [ASIZE:0] wbin;
    wire [ASIZE:0] wbinnext, wgraynext;
    wire wfull_val;
    wire walmostfull_val;
    wire [ASIZE:0] wq2_rbin, wbin_rbin_diff;
    assign wbinnext = (winc & !wfull) ? wbin + 1 : wbin;
    assign wgraynext = (wbinnext >> 1) ^ wbinnext;
    always @(posedge wclk) begin
        if (!wrst_n)
            {wbin, wptr} <= 0;
        else
            {wbin, wptr} <= {wbinnext, wgraynext};
    end
    assign waddr = wbin[ASIZE-1:0];
    assign wfull_val = (wgraynext == {~wq2_rptr[ASIZE:ASIZE-1], 
                                       wq2_rptr[ASIZE-2:0]});
    always @(posedge wclk) begin
        if (!wrst_n)
            wfull <= 1'b0;
        else 
            wfull <= wfull_val;
    end
    assign wq2_rbin[ASIZE] = wq2_rptr[ASIZE];
    generate
        genvar k;
        for (k = ASIZE-1; k >= 0; k = k - 1) begin : gray2bin
            assign wq2_rbin[k] = wq2_rbin[k+1] ^ wq2_rptr[k];
        end
    endgenerate
    assign wbin_rbin_diff = (wq2_rbin > wbinnext) ? 
                            (wq2_rbin - wbinnext) : 
                            (wq2_rbin - wbinnext + (1 << ASIZE));
    assign walmostfull_val = (wbin_rbin_diff <= ALMOST_FULL_THRESHOLD);
    always @(posedge wclk) begin
        if (!wrst_n) 
            walmostfull <= 1'b0; 
        else        
            walmostfull <= walmostfull_val;
    end
endmodule
==> run.sh <==
#!/bin/bash
# OpenROAD 26Q1-2900-gdf79404cd8, Yosys 0.63+post, stock flow scripts
make -C /OpenROAD-flow-scripts/flow DESIGN_CONFIG=/design/flow/config.mk WORK_HOME=/design/flow/orfs finish
==> config.mk <==
export PLATFORM = sky130hd
export DESIGN_NAME = async_fifo
export DESIGN_NICKNAME = async_fifo
export VERILOG_FILES = /design/flow/design.v
export SDC_FILE = /design/flow/constraint.sdc
export NUM_CORES = 4
export LEC_CHECK = 1
export CORE_UTILIZATION = 40
==> constraint.sdc <==
current_design async_fifo

set clk_period 6.0
set clk_io_pct 0.2

create_clock -name clk0 -period $clk_period [get_ports {rclk}]
create_clock -name clk1 -period $clk_period [get_ports {wclk}]

set non_clock_inputs [all_inputs -no_clocks]
set_input_delay [expr $clk_period * $clk_io_pct] -clock clk0 $non_clock_inputs
set_output_delay [expr $clk_period * $clk_io_pct] -clock clk0 [all_outputs]
==> impl_metrics.yaml <==
# yosys + openroad results
status:
  status: "finished, final reports clean"
worst_setup_path:
  worstPathArrival_ns: 3.35
  critPathLaunchType: "flip-flop"
  critPathMaxFanout: 34
  cp.required_ns: 4.80
  critPathKind: "flip-flop to output port"
  endpoint_kind: "output port"
final_timing:
  finClkSkew_ns: 0.0196
  setup_viol_count_final: 0
  worstMarginPinSlew_ns: 0.968
  hold_violations: 0
  whs_ns: 0.154
  max-slew-margin-rel: 0.352
  fin_setup_tns_ns: 0
  maxSlewViolCount: 0
  rsz0062_at_grt: "no"
floorplan:
  top_level_ports: 26
  fp_util: 0.412
  die_w_um: 180
  core_sq_mm: 0.0309
  fp-row-count: 64
  die_h_um: 180
  dieArea_sq_mm: 0.0325
grt:
  grt_pass1_vias: 6770
  grt-ovfl-total: 0
  grt_max_degree: 35
  grt_pass1_wl_um: 38300
  grt_usage: 0.170
  antenna_found_initial: 1
route:
  drt.antenna.violating_nets: 0
  vias: 6175
  wl_um: 24900
  drc: 0
  num_antenna_cells: 0
  first_iter_violations: 426
  drt_pass1_iterations: 6
  viasPerCell: 5.33
  routedWlPerCell_um: 21.4
power:
  power_frac_seq: 0.527
  clkPwrFrac: 0.418
  p_leak_nw: 4.69
  finalPower_mw: 4.44
  p_sw_mw: 0.906
  comb_power_share: 0.055
  power.share.switching: 0.204
  ir_drop_v: 0.000218
  powerDensity_mw_per_mm2: 308
  internal-power_mw: 3.53
finish:
  area_growth_pct: 13.2
  fin_util: 0.466
  fillers: 2518
  drive_above_1_share: 0.204
place:
  port_buffers: 24
  hpwl_um: 16000
  gp_congestion: 0.831
logic_synthesis:
  area_leaders: "edfxtp_1 60%, mux4_2 14%, dfxtp_1 7.9%"
  largest_area_cell: "edfxtp_1"
  ys_seq_share: 0.683
  yosys_warnings: 5
  edf_count: 256
  synthFlopType: "edfxtp_1"
  top_area_frac: 0.604
  netlist_area_sq_mm: 0.0127
  synth_cells: 698
  ys.flops: 306
  ys_area_sq_mm: 0.0127
  async_reset_ff_frac: 0
  ys_cells: 698
  avgSynthCellArea_sq_um: 18.2
  ys_types: 52
flow_run:
  maxCapViolations: 0
  tool_warnings: 34
clock_network:
  hold_buffers: 0
  path_clk_slew_ns: 0.07
  clock_sinks: 306
  cts_tree: "built"
  postCtsSetupBuffers: 0
  cts_resized: 0
min_path:
  hp-class: "flip-flop to flip-flop"
registers in the layout (all words and copies together), names as in the netlist, 5 cells and up:
register,cells
sync_r2w_inst.wq1_rptr,6
rptr_empty_inst.rbin,5
rptr_empty_inst.rptr,6
fifomem_inst.mem,256
sync_w2r_inst.rq2_wptr,6
sync_r2w_inst.wq2_rptr,6
wptr_full_inst.wptr,6
sync_w2r_inst.rq1_wptr,6
wptr_full_inst.wbin,5
metrics by stage:
| step | instance area (sq um) | setup slack, ns | instances |
|---|---|---|---|
| after floorplan | 12700 | 2.42 | 698 |
| after global placement | 13400 | 1.66 | 1102 |
| after detailed placement | 13400 | 1.53 | 1102 |
| after CTS | 14400 | 1.37 | 1159 |
| after global routing | 14400 | 1.28 | 1159 |
| final | 14400 | 1.45 | 1159 |
critical path: stages, from the launching register on:
cell,delay (ns)
dfxtp_4,0.80
buf_4,0.44
mux4_2,0.57
mux4_2,0.54
mux2_2,0.30
clkdlybuf4s50_1,0.41
cell usage in the layout, fill, tap and decap left out, drive strengths merged, types with 3 or more instances in the layout:
master	instances
mux2	10
clkinv	13
ha	21
xor2	18
edfxtp	256
buf	15
nand4	7
and2	31
xnor2	24
clkdlybuf4s50	24
nor2b	9
o211ai	3
inv	30
nand3	3
dfxtp	50
nor2	50
nand3b	7
o21ai	4
nand2	10
fa	6
xnor3	6
mux4	80
nand2b	4
a21oi	8
clkbuf	39
synthesized netlist by cell type (all sizes together) (2+ instances only):
library cell and count:
a31oi 2, or3 2, buf 16, edfxtp 256, nor3 2, mux2i 2
nand3b 7, or4 2, xor2 18, nand3 3, ha 21, o211ai 3
dfxtp 50, fa 6, nand2b 4, mux2 10, xnor2 24, xnor3 6
mux4 80, nor2b 9, nand2 10, o21ai 4, or3b 2, and2 31
nand4 7, nor2 50, inv 29, o2bb2ai 2, clkbuf 15, a21oi 8
path summary, 6_finish.rpt:
check / from / endpoint / slack [ns] / depth (start not counted)
worst max-delay path: rptr_empty_inst.rbin[0]$_SDFF_PN0_ / rdata[1] / 1.45 / 5
worst min-delay path: rptr_empty_inst.rptr[0]$_SDFF_PN0_ / sync_r2w_inst.wq1_rptr[0]$_SDFF_PN0_ / 0.15 / 1
worst max register to register: rptr_empty_inst.rbin[0]$_SDFF_PN0_ / rptr_empty_inst.ralmostempty$_SDFF_PN1_ / 2.24 / 12
worst min register to register: rptr_empty_inst.rptr[0]$_SDFF_PN0_ / sync_r2w_inst.wq1_rptr[0]$_SDFF_PN0_ / 0.15 / 1
max in group clk1: winc / wptr_full_inst.walmostfull$_SDFF_PN0_ / 2.54 / 8
min in group clk0: sync_w2r_inst.rq1_wptr[1]$_SDFF_PN0_ / sync_w2r_inst.rq2_wptr[1]$_SDFF_PN0_ / 0.44 / 1
per-layer routing:
layer	vias up	GRT usage	wire length [um]
met1	3083	0.230	9670
li1	2782	-	-
met5	-	0.00148	0
met4	0	0.0243	400
met3	34	0.102	3040
met2	276	0.255	11700
power by group through the flow:
stage / combinational (mW) / clock (mW) / sequential, mW
CTS: 0.247 / 1.91 / 2.34
global route: 0.267 / 1.99 / 2.34
finish: 0.244 / 1.86 / 2.34
final cells by class:
| class | instances | area (sq um) | area share |
|---|---|---|---|
| well taps | 396 | 495 | 0.0344 |
| flip-flops and latches | 306 | 8690 | 0.604 |
| clock inverters | 18 | 155 | 0.0108 |
| clock buffers | 39 | 847 | 0.0588 |
| repair buffers | 39 | 353 | 0.0245 |
| multi-input cells | 332 | 3750 | 0.260 |
| inverters | 29 | 109 | 0.00756 |
cell families after synthesis:
| group | Yosys count | share of synthesized area |
|---|---|---|
| AOI/OAI and AO/OA | 30 | 0.0158 |
| xor gates and xnor gates | 49 | 0.0414 |
| DFF | 306 | 0.683 |
| buffers and inverters | 60 | 0.0225 |
| and+or+nand+nor | 134 | 0.0553 |
| adders and majority gates | 27 | 0.0301 |
| muxes | 92 | 0.152 |
No activity file was given, so power comes from the tool's default toggle rates.
